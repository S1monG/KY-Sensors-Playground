==> ./design.v <==
module counter (
    input wire clk,
    output wire [5:0] led
);
    wire [23:0] WAIT_TIME = 24'd13500000;  
    reg [23:0] counter = 24'd0;
    reg [5:0] led_count = 6'b000001;
    assign led = ~led_count;
    always @(posedge clk) begin
        if (counter < WAIT_TIME) begin
            counter <= counter + 1;
        end else begin
            counter <= 24'd0;
            led_count <= led_count << 1;
            if (led_count == 6'd0) led_count <= 6'b000001;
        end
    end
endmodule
==> ./run.sh <==
#!/bin/bash
# OpenROAD 26Q1-2900-gdf79404cd8, Yosys 0.63+post, stock flow scripts
make -C /OpenROAD-flow-scripts/flow DESIGN_CONFIG=/design/flow/config.mk WORK_HOME=/design/flow/orfs finish
==> ./config.mk <==
export PLATFORM = sky130hd
export DESIGN_NAME = counter
export DESIGN_NICKNAME = counter
export VERILOG_FILES = /design/flow/design.v
export SDC_FILE = /design/flow/constraint.sdc
export NUM_CORES = 4
export LEC_CHECK = 1
export CORE_AREA = 10 10 103 103
export DIE_AREA = 0 0 113 113
==> ./constraint.sdc <==
current_design counter

set clk_period 3.2
set clk_io_pct 0.2

create_clock -name clk0 -period $clk_period [get_ports {clk}]

set non_clock_inputs [all_inputs -no_clocks]
set_input_delay [expr $clk_period * $clk_io_pct] -clock clk0 $non_clock_inputs
set_output_delay [expr $clk_period * $clk_io_pct] -clock clk0 [all_outputs]
==> summary.txt <==
min-delay worst type -> reg -> reg
synth cell count leaders -> dfxtp_1 (24), nor2_1 (19), xnor2_1 (10)
internal power -> 0.000557 W
grt total ovfl -> 0
DIE AREA -> 0.0128 mm²
RSZ-0062 raised after global routing -> false
worst-margin pin slew -> 0.749 ns
Area Overhead vs Synth -> 17.7%
min Tclk post-route -> 2.24 ns
TritonCTS Buffers -> 5
FP Core Util -> 0.164
Synth Register Bits -> 30
Yosys chip area -> 0.00136 mm²
post-cts hold buffer count -> 0
Top cell area share -> 0.353
HPWL Detailed -> 1800 µm
H-tree depth -> 2
Pleak -> 0.550 nW
Final Hold Fails -> 0
Gate Count Post-Synth -> 148
vias in the first global route -> 977
Net Sw Power -> 0.000131 W
Layout fillers -> 893
Insertion Delay late pin -> 0.28 ns
Bufs and invs on worst path -> 1
Max-slew headroom -> 0.500
post-route cell area -> 0.00160 mm²
port buffer count -> 6
number of enable flip-flop cells -> 6
sequential share of power -> 0.558
switching fraction of total power -> 0.190
most area-consuming cells after synthesis -> dfxtp_1 (35%), edfxtp_1 (13%), xnor2_1 (6.4%)
DR vias -> 1013
number of nets still failing antenna checks after routing -> 0
clock sink count -> 30
CTS resizes -> 0
outcome -> complete, no violations
Hold WS -> 0.452 ns
antenna diode count -> 0
layout cells sized above 1 -> 0.0915
Post-CTS Setup Bufs -> 0
CTS tree -> built
Pwr Total -> 0.000688 W
CTS Buffer Depth -> 2
worst clock skew -> 0.00643 ns
crit path max fanout -> 19
CP Data Required Time -> 3.37 ns
largest net degree at the start of global routing -> 20
# rows -> 33
Worst Setup End Kind -> flip-flop
Critical Path Slowest Stage Cell -> and4_1
Yosys Warn Count -> 1
final setup vio count -> 0
height of the chip -> 113 µm
Logic pwr share -> 0
max cap viols -> 0
GP Congestion -> 0.790
initial antenna violation count -> 0
Placed Area -> 0.00151 mm²
delay-heaviest family, CP -> simple AND/OR/NAND/NOR gates
Clock Power Share -> 0.442
worst vdd ir -> 0.145 mV
CP Data Arrival Time -> 2.41 ns
Setup TNS Final -> 0 ns
Cell Type Count -> 33
fraction of registers with async set/reset -> 0
Mapped Area -> 0.00136 mm²
Max Slew Vio Count -> 0
WS Path Type -> reg -> reg
Synth Seq Share -> 0.485
fmax -> 446 MHz
number of OpenROAD warnings -> 25
Avg WL per Cell -> 9.81 µm
DRC -> 0
critical-path cell list -> nand4_2 > o41ai_1 > and4_1 > buf_4 > nor2_1
Clock transition at path regs -> 0.06 ns
gr usage total -> 0.0398
Clock Tree Root -> clkbuf_8
vias per inst -> 3.93
1st-pass router iterations -> 7
first-pass GRT wire length -> 4430 µm
Core ar. -> 0.00830 mm²
Avg Inst Size Synth -> 9.21 µm²
slowest stage delay, CP -> 0.73 ns
Die W -> 113 µm
power per standard cell area -> 429 mW/mm²
post-layout period usage -> 0.700
Iteration-0 DRC Markers -> 63
number of I/O pins -> 7
Synth top cell by count -> dfxtp_1
Total Routed Length -> 2530 µm
Setup crit start kind -> flip-flop
ys cells -> 148
cell taking the most area after synthesis -> dfxtp_1
ys flop type -> dfxtp_1
-- final timing paths --
check                                  start                    endpoint  slack, ns  cells after the start
setup / recovery      counter[11]$_SDFF_PP0_       counter[8]$_SDFF_PP0_       0.96                      5
hold / removal    led_count[4]$_SDFFCE_PP0P_  led_count[5]$_SDFFCE_PP0P_       0.45                      0
setup reg to reg      counter[11]$_SDFF_PP0_       counter[8]$_SDFF_PP0_       0.96                      5
hold reg to reg   led_count[4]$_SDFFCE_PP0P_  led_count[5]$_SDFFCE_PP0P_       0.45                      0
-- worst register-to-register path: cells and delay by family, from the launching register on --
family          cells  cell delay, ns
compound gates      1            0.38
flops               1            0.42
simple gates        3            1.02
buf+inv             1            0.32
-- kinds of logic after synthesis --
kind of cell    Yosys count  synth area share
flops                    30             0.485
compound gates           18            0.0790
buf+inv                  17            0.0551
xor+xnor                 14            0.0900
simple gates             68             0.282
fa+ha+maj                 1           0.00918
-- through the flow --
step | utilization | setup WS, ns | std cells
after floorplan | - | 1.36 | 148
after global placement | 0.182 | 1.06 | 250
after detailed placement | 0.182 | 0.972 | 250
after CTS | 0.193 | 0.960 | 258
after global routing | 0.193 | 0.785 | 258
final | 0.193 | 0.960 | 258
-- layer usage --
layer  global-route usage  routed length, µm  up-vias
li1                     -                  -      529
met1               0.0514               1230      457
met2               0.0618               1110       23
met3               0.0155                157        4
met4              0.00846                 36        0
met5                    0                  0        -
-- power groups by stage --
stage | Sequential [W] | Clock [W] | Combinational (W)
4_1_cts | 0.000384 | 0.000319 | 0.000000000238
5_1_grt | 0.000383 | 0.000338 | 0.000000000238
6_report | 0.000384 | 0.000304 | 0.000000000238
-- flip-flops by register name, summed over array words and instances (netlist names) --
signal,cells
led_count,6
counter,24
-- layout make-up --
| type | instances | area [µm²] | share of cell area |
|---|---|---|---|
| clock inverters | 1 | 5.00 | 0.00312 |
| repair buffers | 7 | 67.6 | 0.0421 |
| well taps | 105 | 131 | 0.0819 |
| flip-flops and latches | 30 | 661 | 0.412 |
| inverters | 7 | 26.3 | 0.0164 |
| multi-input cells | 101 | 627 | 0.391 |
| clock buffers | 7 | 86.3 | 0.0538 |
-- cell usage in the layout (no fill, tap or decap), drive strengths merged --
cell,n
dfxtp,24
nor2,19
xnor2,10
nand2,8
inv,7
nand3,7
a21oi,7
clkbuf,7
nand4,7
o21ai,6
edfxtp,6
clkdlybuf4s50,6
or3,6
nor3,5
xor2,4
and3,4
nor4,4
or4,3
and4,2
a211oi,1
o41ai,1
a211o,1
nor2b,1
nand4bb,1
nand4b,1
o31ai,1
a31oi,1
ha,1
clkinv,1
buf,1
Power is estimated from default activity; no workload was simulated.
