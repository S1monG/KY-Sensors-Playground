$ cat ./design.v
module buzzer_KY006 (
    input clk,
    input btn1,
    output reg IOB15B,
    output wire [5:0] led
);
    parameter DELAY_CYCLES = 27000;
    reg [15:0] counter = 0;
    assign led[4:0] = 5'b11111;
    assign led[5] = btn1;  
    always @(posedge clk) begin
        if (btn1) begin
            counter <= 0;
            IOB15B <= 1'b0;
        end else begin
            if (counter == DELAY_CYCLES) begin
                IOB15B <= ~IOB15B;
                counter <= 0;
            end else begin
                counter <= counter + 1;
            end
        end
    end
endmodule
$ cat ./constraint.sdc
current_design buzzer_KY006

set clk_period 2.8
set clk_io_pct 0.2

create_clock -name clk0 -period $clk_period [get_ports {clk}]

set non_clock_inputs [all_inputs -no_clocks]
set_input_delay [expr $clk_period * $clk_io_pct] -clock clk0 $non_clock_inputs
set_output_delay [expr $clk_period * $clk_io_pct] -clock clk0 [all_outputs]
$ cat ./config.mk
export PLATFORM = sky130hd
export DESIGN_NAME = buzzer_KY006
export DESIGN_NICKNAME = buzzer_KY006
export VERILOG_FILES = /design/flow/design.v
export SDC_FILE = /design/flow/constraint.sdc
export NUM_CORES = 4
export LEC_CHECK = 1
export CORE_AREA = 10 10 72 72
export DIE_AREA = 0 0 82 82
$ cat ./run.sh
#!/bin/bash
# OpenROAD 26Q1-2900-gdf79404cd8, Yosys 0.63+post, stock flow scripts
make -C /OpenROAD-flow-scripts/flow DESIGN_CONFIG=/design/flow/config.mk WORK_HOME=/design/flow/orfs finish
==> flow_metrics.env <==
# physical design summary
export IMPL_run_status="complete, no violations"
export IMPL_worstSkewPairLatency_ps=250
export IMPL_synth_top_area_share=0.415
export IMPL_route_antenna_remaining_nets=0
export IMPL_top_cell="sky130_fd_sc_hd__nor2_1"
export IMPL_clock_root_buffer="sky130_fd_sc_hd__clkbuf_8"
export IMPL_synth_yosys_warnings=1
export IMPL_timing_hold_worst_path_depth=1
export IMPL_wl_per_cell_um=8.92
export IMPL_grt_antenna_before_repair=0
export IMPL_pin_count=9
export IMPL_timing_max_transition_violations_final=0
export IMPL_worst_ep_arrival_time_ps=1540
export IMPL_grt_pass1_wl_um=2260
export IMPL_number_of_buffer_cells_added_on_primary_ports=3
export IMPL_routed_via_density=3.90
export IMPL_filler_cell_count=401
export IMPL_syn2layout_area_growth_pct=8.99
export IMPL_edf_count=0
export IMPL_numClockSinks=17
export IMPL_worst_endpoint_required_ps=2240
export IMPL_fin_crit_ps=2100
export IMPL_crit_fanout=3
export IMPL_yosysUniqueCellTypes=20
export IMPL_htree_levels=1
export IMPL_path_cells="clkdlybuf4s50_1 -> clkdlybuf4s50_1"
export IMPL_hold_path_endpoint="counter[0]"
export IMPL_ir_worst_vdd_v=0.000162
export IMPL_crit_path_frequent_cell="sky130_fd_sc_hd__clkdlybuf4s50_1"
export IMPL_routed_wl_um=1280
export IMPL_yosys_cells=93
export IMPL_synth_cell_area_um2=821
export IMPL_final_hold_violation_count=0
export IMPL_setup_worst_path_class="in -> out"
export IMPL_timing_final_setup_violations=0
export IMPL_fin_tns_setup_ps=0
export IMPL_avgSynthCellArea_um2=8.83
export IMPL_gp_congestion=0.773
export IMPL_yosysChipArea_um2=821
export IMPL_critical_path_n_buffers_inverters=2
export IMPL_final_setup_skew_ps=1.51
export IMPL_first_global_vias=531
export IMPL_detail_route_iter0_violations=66
export IMPL_timing_reg2reg_setup_slack_ps=1070
export IMPL_p_per_area_nw_per_um2=494
export IMPL_total_via_count_in_the_routed_design=561
export IMPL_p_leak_nw=0.284
export IMPL_antennaDiodeCount=0
export IMPL_worst_r2r_path_depth=4
export IMPL_setup_worst_path_start_class="input port"
export IMPL_postCtsHoldBufs=0
export IMPL_final_min_period_over_clock_period=0.748
export IMPL_post_synth_main_area_contributors="sky130_fd_sc_hd__dfxtp_1, sky130_fd_sc_hd__xnor2_1, sky130_fd_sc_hd__nor2_1"
export IMPL_ys_dominant_reg_cell="sky130_fd_sc_hd__dfxtp_1"
export IMPL_grt_overflow=0
export IMPL_synth_seq_area_share=0.415
export IMPL_cell_types_with_the_highest_counts_after_synthesis="sky130_fd_sc_hd__nor2_1, sky130_fd_sc_hd__dfxtp_1, sky130_fd_sc_hd__xnor2_1"
export IMPL_critPathTopFamily="buffers and inverters"
export IMPL_synth_largest_area_cell="sky130_fd_sc_hd__dfxtp_1"
export IMPL_cp_num_cells=2
export IMPL_critical_path_reg2reg_endpoint="counter[3]"
export IMPL_worst_setup_hold_path_clk_slew_ps=60
export IMPL_global_route_usage_total=0.0417
export IMPL_core_rowCount=22
export IMPL_final_hold_worst_slack_ps=468
export IMPL_chipArea_um2=6720
export IMPL_synth_seq_cells=17
export IMPL_crit_slowest_cell="sky130_fd_sc_hd__clkdlybuf4s50_1"
export IMPL_cts_tree="built"
export IMPL_floorplan_initialDensity=0.223
export IMPL_worstSetupEndpointType="output port"
export IMPL_worst_hold_startpoint="counter[0]"
export IMPL_max_freq_mhz=477
export IMPL_total_power_uw=442
export IMPL_cts_setup_buffers=0
export IMPL_cts_resized=0
export IMPL_critical_path_max_stage_delay_ps=500
export IMPL_drv_max_cap_violation_count=0
export IMPL_timing_hold_worst_class="reg -> reg"
export IMPL_largest_net_degree_at_the_start_of_global_routing=17
export IMPL_core_area_um2=3690
export IMPL_die_width_um=82
export IMPL_drc_violation_count_after_routing=0
export IMPL_post_synth_inst_count=93
export IMPL_clockBufferDepth=2
export IMPL_warning_count=26
export IMPL_place_hpwl_um=917
export IMPL_length_of_the_first_detailed_routing_pass_in_iterations=2
export IMPL_layout_cells_sized_above_1=0.0521
export IMPL_synth_async_sr_flop_share=0
export IMPL_startpoint_of_the_worst_register_to_register_path="counter[9]"
export IMPL_rsz0062_at_grt="false"
export IMPL_numCtsBuffers=3
export IMPL_chipHeight_um=82
[layout by cell type (no fill, tap or decap)]
cell / Yosys / layout
sky130_fd_sc_hd__nand2_1: 4 / 4
sky130_fd_sc_hd__nand3_1: 5 / 5
sky130_fd_sc_hd__clkbuf_8: 0 / 3
sky130_fd_sc_hd__conb_1: 1 / 5
sky130_fd_sc_hd__or3_1: 1 / 1
sky130_fd_sc_hd__nand4bb_1: 1 / 1
sky130_fd_sc_hd__clkbuf_1: 0 / 1
sky130_fd_sc_hd__xor2_1: 3 / 3
sky130_fd_sc_hd__xnor2_1: 12 / 12
sky130_fd_sc_hd__clkdlybuf4s50_1: 0 / 3
sky130_fd_sc_hd__inv_1: 5 / 5
sky130_fd_sc_hd__ha_1: 2 / 2
sky130_fd_sc_hd__nor3_1: 4 / 4
sky130_fd_sc_hd__or4_4: 1 / 1
sky130_fd_sc_hd__nand2b_2: 1 / 1
sky130_fd_sc_hd__nor4_1: 4 / 4
sky130_fd_sc_hd__nand4_1: 3 / 3
sky130_fd_sc_hd__nor2_1: 20 / 20
sky130_fd_sc_hd__nand4b_1: 1 / 1
sky130_fd_sc_hd__dfxtp_1: 17 / 17
[per-stage QoR]
step	instance area (µm²)	utilization	instances	worst slack, ps
floorplan	836	-	97	1150
global placement	850	0.230	140	718
detailed placement	850	0.230	140	706
CTS	895	0.243	144	698
global route	895	0.243	144	669
finish	895	0.243	144	705
[layout make-up]
class / instances / area [µm²] / share of cell area
tap: 48 / 60.1 / 0.0671
clock buffer: 4 / 45.0 / 0.0503
timing repair buffer: 3 / 30.0 / 0.0336
multi-input combinational: 67 / 400 / 0.448
sequential: 17 / 340 / 0.380
inverter: 5 / 18.8 / 0.0210
[metal layers]
layer / vias up / routed length (µm) / track usage
li1: 301 / - / -
met2: 12 / 530 / 0.0580
met3: 2 / 93 / 0.0209
met4: 0 / 17 / 0.00680
met5: - / 0 / 0
met1: 246 / 643 / 0.0579
[state kept, by name, summed over array words and instances, names as in the netlist]
| name | flops |
|---|---|
| IOB15B | 1 |
| counter | 16 |
[power by group]
group	total (mW)	internal, mW	switching, mW	leakage, nW
clock network	0.177	0.101	0.0759	0.0228
registers	0.249	0.246	0.00358	0.138
logic	0.0166	0.00760	0.00896	0.124
total	0.442	0.354	0.0884	0.284
[logic make-up (layout without fill, tap and decap cells)]
group | count (synthesis) | in the layout | share of synthesized area
other cells | 1 | 5 | 0.00457
fa+ha+maj | 2 | 2 | 0.0305
buf+inv | 13 | 12 | 0.116
simple gates | 45 | 45 | 0.274
flops | 17 | 17 | 0.415
xor+xnor | 15 | 15 | 0.160
[how the worst max path moves through the flow]
stage / start / to / slack [ps]
5_1_grt: btn1 / led[5] / 670
4_1_cts: btn1 / led[5] / 700
6_report: btn1 / led[5] / 700
Power and IR drop assume default switching activity.
